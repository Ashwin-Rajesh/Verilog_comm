### design/flow/config.mk
export PLATFORM = sky130hd
export DESIGN_NAME = rob
export DESIGN_NICKNAME = rob
export VERILOG_FILES = /design/flow/design.v
export SDC_FILE = /design/flow/constraint.sdc
export NUM_CORES = 4
export LEC_CHECK = 1
export CORE_UTILIZATION = 50
### design/flow/constraint.sdc
current_design rob

set clk_period 8.7
set clk_io_pct 0.2

create_clock -name clk0 -period $clk_period [get_ports {i_clk}]

set non_clock_inputs [all_inputs -no_clocks]
set_input_delay [expr $clk_period * $clk_io_pct] -clock clk0 $non_clock_inputs
set_output_delay [expr $clk_period * $clk_io_pct] -clock clk0 [all_outputs]
### design/flow/design.v
module rob #(
    parameter p_WORD_LEN    = 8,     
    parameter p_PID_LEN     = 8,     
    parameter p_ROB_SIZE    = 8      
) (
    input i_clk,
    input i_reset,
    input[p_PID_LEN-1:0] 
        i_reset_pid,                 
    output [p_PID_LEN-1 : 0] 
            o_min_pid,
    output [p_PID_LEN-1 : 0] 
            o_max_pid,
    input[p_PID_LEN-1:0]
                i_inp_pid,           
    input[p_WORD_LEN-1:0]
                i_inp_data,          
    input       i_inp_en,            
    output reg  o_inp_ack,           
    output reg  o_inp_valid,         
    output[p_WORD_LEN-1:0]
            o_out_data,          
    input   i_out_en,            
    output  o_out_valid          
);
    localparam 
        p_ROB_ADDR_LEN = $clog2(p_ROB_SIZE);
    reg [p_WORD_LEN-1:0]        r_data_mem [p_ROB_SIZE-1:0];
    reg [p_ROB_SIZE-1:0]        r_valid_mem;                 
    reg [p_PID_LEN-1:0]         r_min_pid = 0;               
    reg [p_ROB_ADDR_LEN:0]      r_tail = 0;                  
    reg [p_ROB_ADDR_LEN:0]      r_head = 0;                  
    wire w_tail_flag    = r_tail[p_ROB_ADDR_LEN];
    wire w_head_flag    = r_head[p_ROB_ADDR_LEN];
    wire[p_ROB_ADDR_LEN-1 : 0] w_tail_addr    
                        = r_tail[p_ROB_ADDR_LEN-1:0];
    wire[p_ROB_ADDR_LEN-1 : 0] w_head_addr    
                        = r_head[p_ROB_ADDR_LEN-1:0];
    reg[p_ROB_ADDR_LEN-1:0] r_size;
    always @(*) begin
        case({w_head_flag, w_tail_flag})
            2'b00   : r_size <= r_head - r_tail;
            2'b01   : r_size <= {1'b1, w_head_addr}
                             - {1'b0, w_tail_addr};
            2'b10   : r_size <= r_head - r_tail;
            2'b11   : r_size <= r_head - r_tail;
        endcase
    end
    assign o_min_pid = r_min_pid;
    assign o_max_pid = r_min_pid + r_size;
    wire[p_ROB_ADDR_LEN:0] 
        w_inp_idx = r_tail + (i_inp_pid - r_min_pid);
    wire[p_ROB_ADDR_LEN-1:0]
        w_inp_idx_addr = w_inp_idx[p_ROB_ADDR_LEN-1:0];
    always @(*) begin
        if(i_inp_pid < r_min_pid || i_inp_pid > o_max_pid) begin
            o_inp_valid <= 0;
        end
        else
            o_inp_valid <= r_valid_mem[w_inp_idx_addr];
    end
    assign o_empty = (r_tail == r_head);
    assign o_out_data  = o_out_valid ? r_data_mem[w_tail_addr] : {p_WORD_LEN{1'b1}};
    assign o_out_valid = r_valid_mem[w_tail_addr];
    assign o_inp_rdy   = 1'b1;
    always @(posedge i_clk) begin
        if(i_reset) begin
            o_inp_ack   <= 0;
            r_min_pid   <= 0;
            r_tail      <= 0;
            r_head      <= 0;
            r_valid_mem <= 0;
            r_min_pid   <= i_reset_pid;
        end
        else begin
            if(i_inp_en) begin
                if(i_inp_pid < r_min_pid) begin
                    o_inp_ack   <= 0;
                end
                else if(i_inp_pid <= o_max_pid) begin
                    o_inp_ack   <= 1;
                    r_valid_mem[w_inp_idx_addr]
                                <= 1;
                    r_data_mem[w_inp_idx_addr]
                                <= i_inp_data;
                end
                else if(i_inp_pid - r_min_pid < p_ROB_SIZE) begin
                    o_inp_ack   <= 1;
                    r_valid_mem[w_inp_idx_addr]
                                <= 1;
                    r_data_mem[w_inp_idx_addr]
                                <= i_inp_data;
                    r_head      <= w_inp_idx;
                end
                else begin
                    o_inp_ack   <= 0;
                end
            end
            else
                o_inp_ack       <= 0;
            if(i_out_en && o_out_valid) begin
                r_valid_mem[w_tail_addr]
                                <= 0;
                r_tail          <= r_tail + 1;
                r_min_pid       <= r_min_pid + 1;
            end
        end
    end
endmodule
### design/flow/run.sh
#!/bin/bash
# OpenROAD 26Q1-2900-gdf79404cd8, Yosys 0.63+post, stock flow scripts
make -C /OpenROAD-flow-scripts/flow DESIGN_CONFIG=/design/flow/config.mk WORK_HOME=/design/flow/orfs finish
==> results.py <==
# Physical implementation metrics
metrics = {
    "status": {
        "run_status": "finished clean",
    },
    "global_route": {
        "grt_util_all_layers_pct": 22.4,
        "number_of_global_route_vias_before_repair": 3065,
        "grt_pass1_wl_um": 15800,
        "gr-total-overflow": 0,
        "pin_count_of_the_biggest_net_entering_global_routing": 33,
        "grt_antenna_before_repair": 0,
    },
    "routing": {
        "vias": 3109,
        "detail_route.drc_violations": 0,
        "dr.pass1.iters": 6,
        "ant_diodes": 0,
        "viasPerCell": 5.42,
        "detail_route.wl_per_cell_um": 16.9,
        "detail-route-antenna-nets": 0,
        "initial_drt_markers": 90,
        "routed_wirelength_um": 9720,
    },
    "logic_synthesis": {
        "synth_cell_type_count": 53,
        "synth-edff-count": 72,
        "postSynthCellCount": 379,
        "warnings_synthesis": 3,
        "synth_flop_count": 87,
        "synth.avg_cell_area_sq_um": 12.6,
        "ys_chip_area_sq_um": 4790,
        "ys_dominant_reg_cell": "sky130_fd_sc_hd__edfxtp_1",
        "synth.yosys.num_cells": 379,
        "synth.yosys.seq_area_share_pct": 51.4,
        "syn-cell-area_sq_um": 4790,
        "ys_async_sr_fraction_pct": 0,
    },
    "placement": {
        "finalWeightedCongestion": 0.837,
        "dpl.cell_count": 558,
        "dpl_worst_slack_ns": 1.84,
        "portBuffers": 54,
        "detailed_place.area_sq_um": 5530,
        "hpwl_after_detailed_placement_um": 6840,
    },
    "floorplan": {
        "die_width_um": 99.9,
        "die_h_um": 99.9,
        "floorplan.core_area_sq_um": 9280,
        "ios": 55,
        "floorplan.die_area_sq_um": 9980,
        "initCoreUtil_pct": 51.6,
        "standard_cell_row_count": 35,
    },
    "layout": {
        "post-route-util_pct": 61.9,
        "area.combinational_sq_um": 2170,
        "final-seq-area_sq_um": 2460,
        "layout_top_cells": "sky130_fd_sc_hd__edfxtp_1 (72), sky130_fd_sc_hd__clkdlybuf4s50_1 (54), sky130_fd_sc_hd__nand2_1 (40)",
        "layout.cells.most_common": "sky130_fd_sc_hd__edfxtp_1",
        "final_layout_size_suffix_gt1_share_pct": 16.0,
        "layout.cell_area.non_filler_sq_um": 5750,
        "finish.cell_count_without_fillers": 574,
        "num-fill-cells": 749,
        "syn_to_final_growth_pct": 19.9,
    },
    "job": {
        "cap_violations": 0,
        "tool_warnings": 32,
    },
    "critical_path": {
        "critical_path.n_buffers_inverters": 4,
        "critical_path_depth": 11,
        "rr_worst_depth": 19,
        "worstPathRequired_ns": 6.96,
        "rr_startpoint": "r_tail[0]",
        "worstPathCellList": "clkdlybuf4s50_1 > inv_1 > fa_1 > inv_1 > fa_1 > xnor2_1 > xnor2_4 > mux4_2 > mux2i_1 > a211oi_1 > clkdlybuf4s50_1",
        "crit_path_start_kind": "input pin",
        "cp-startpoint": "i_inp_pid[1]",
        "timing_worst_setup_path_type": "input pin to output pin",
        "r2r_end": "r_data_mem[3][1]",
        "timing.critical_path.to": "o_inp_valid",
        "critical-path-top-delay-family": "buffers and inverters",
        "path_max_fanout": 10,
        "critical-path-slowest-cell": "sky130_fd_sc_hd__clkdlybuf4s50_1",
        "critical_path_arrival_ns": 5.09,
        "slowest_delay_ns": 0.52,
        "end_kind": "output pin",
        "worst-r2r-setup-slack_ns": 3.79,
    },
    "final_timing": {
        "max_slew.worst_pin.slew_ns": 0.833,
        "setup_viol_count_final": 0,
        "worst_hold_slack_ns": 0.487,
        "report.final.hold_viol_count": 0,
        "max-slew-margin-rel_pct": 44.2,
        "post-route-worst-setup-slack_ns": 1.87,
        "finalMaxSlewViolations": 0,
        "fin_skew_ns": 0.0128,
        "clock.fmax_mhz": 146,
        "setup-tns-final_ns": 0,
        "final_min_period_over_clock_period_pct": 78.5,
        "grt_setup_unrepaired": "no",
        "period_needed_ns": 6.83,
    },
    "clock_tree": {
        "cts_hold_buffers": 0,
        "clock_tree.buffer_depth": 2,
        "clock_root_buffer": "sky130_fd_sc_hd__clkbuf_8",
        "clock_tree.htree_level_count": 3,
        "cts_inserted_buffers": 9,
        "clkLatencyLatePin_ns": 0.35,
        "cts.sinks": 87,
        "tritoncts": "yes",
        "cts.clk_slew.worst_paths_ns": 0.09,
        "cells_resized_by_post_cts_repair": 0,
        "postCtsSetupRepairBufs": 0,
    },
    "pwr": {
        "power_density_nw_per_um2": 162,
        "vdd.ir_drop.worst_v": 0.000124,
        "report.power.total_mw": 0.931,
        "p_leak_nw": 2.02,
    },
    "min_path": {
        "holdPathStages": 2,
        "worstHoldPathType": "register to register",
    },
}
[layer usage]
metal | part of all wire [%] | GRT usage, %
met3 | 7.8 | 7.51
met4 | 1.1 | 2.71
met1 | 47 | 37.7
met5 | 0 | 0
met2 | 45 | 32.0
[cells in the mapped netlist (6+ instances only)]
| cell type | count | area share, % |
|---|---|---|
| sky130_fd_sc_hd__nand4_1 | 10 | 1.3 |
| sky130_fd_sc_hd__o21ai_0 | 11 | 1.1 |
| sky130_fd_sc_hd__o21ai_2 | 8 | 1.5 |
| sky130_fd_sc_hd__a31oi_1 | 6 | 0.78 |
| sky130_fd_sc_hd__xnor2_1 | 17 | 3.1 |
| sky130_fd_sc_hd__clkbuf_1 | 7 | 0.55 |
| sky130_fd_sc_hd__ha_1 | 30 | 7.8 |
| sky130_fd_sc_hd__mux2i_1 | 12 | 2.5 |
| sky130_fd_sc_hd__a21oi_1 | 9 | 0.94 |
| sky130_fd_sc_hd__nor2_1 | 19 | 1.5 |
| sky130_fd_sc_hd__inv_1 | 31 | 2.4 |
| sky130_fd_sc_hd__dfxtp_1 | 15 | 6.3 |
| sky130_fd_sc_hd__mux4_2 | 20 | 9.4 |
| sky130_fd_sc_hd__nand2_1 | 40 | 3.1 |
| sky130_fd_sc_hd__nand3_1 | 8 | 0.84 |
| sky130_fd_sc_hd__edfxtp_1 | 72 | 45 |
[worst register-to-register path, delay by kind of cell (launching register included)]
kind	cells	cell delay, ns
AND-OR/OR-AND	5	0.84
XOR/XNOR	3	0.48
buffers and inverters	3	0.49
adder cells (fa/ha/maj)	4	1.22
flip-flops	1	0.31
AND/OR/NAND/NOR	4	1.17
[worst min-delay path by stage]
stage / start / to
CTS: r_valid_mem[0] / r_valid_mem[0]
global route: r_valid_mem[7] / r_valid_mem[7]
finish: r_valid_mem[0] / r_valid_mem[0]
[power by group]
part	total, mW	switching [mW]	internal, mW	leakage [nW]
Clock	0.307	0.144	0.163	0.107
Combinational	0.157	0.0875	0.0692	1.13
Sequential	0.467	0.00732	0.460	0.776
Total	0.931	0.238	0.693	2.02
[state kept, by name (all words and copies together) (netlist names)]
| register | flops |
|---|---|
| r_data_mem | 64 |
| r_min_pid | 8 |
| r_head | 3 |
| o_inp_ack | 1 |
| r_valid_mem | 8 |
| r_tail | 3 |
[cells by family after synthesis]
| group | Yosys count | synth area share [%] |
|---|---|---|
| buffers and inverters | 46 | 3.94 |
| AND-OR/OR-AND | 51 | 7.54 |
| multiplexers | 34 | 12.4 |
| AND/OR/NAND/NOR | 106 | 11.0 |
| flip-flops | 87 | 51.4 |
| adder cells (fa/ha/maj) | 34 | 9.50 |
| XOR/XNOR | 21 | 4.23 |
[final cells by class]
class                      count  area share (%)
multi-input combinational    246            37.7
timing repair buffer          65            10.8
clock buffer                  10            2.22
tap                          129            2.81
sequential                    87            42.8
inverter                      31            2.02
clock inverter                 6            1.57
Power and IR drop assume default switching activity.
