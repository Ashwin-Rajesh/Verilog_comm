[/design/flow/config.mk]
export PLATFORM = sky130hd
export DESIGN_NAME = i2c_master_fsm
export DESIGN_NICKNAME = i2c_master_fsm
export VERILOG_FILES = /design/flow/design.v
export SDC_FILE = /design/flow/constraint.sdc
export NUM_CORES = 4
export LEC_CHECK = 1
export CORE_AREA = 10 10 102 102
export DIE_AREA = 0 0 112 112
[/design/flow/constraint.sdc]
current_design i2c_master_fsm

set clk_period 4.6
set clk_io_pct 0.2

create_clock -name clk0 -period $clk_period [get_ports {i_clk}]

set non_clock_inputs [all_inputs -no_clocks]
set_input_delay [expr $clk_period * $clk_io_pct] -clock clk0 $non_clock_inputs
set_output_delay [expr $clk_period * $clk_io_pct] -clock clk0 [all_outputs]
[/design/flow/design.v]
module i2c_master_fsm (
    input i_clk,             
    input i_next_state,      
    input i_start,           
    input i_stop,            
    input i_rw,              
    input[7:0] i_input,      
    output reg[7:0] o_output,  
    output o_active,
    output o_nextbyte,               
    output reg o_ackerror   = 0,     
    output reg o_generror   = 0,     
    input i_scl,
    output reg o_scl = 1,
    input i_sda,
    output reg o_sda = 1
);
    reg r_rw                = 0;
    reg[7:0] r_data         = 0;
    reg[3:0] r_state        = 0;
    reg[2:0] r_bitcount     = 0;
    localparam 
        s_IDLE          = 0,
        s_START         = 1,
        s_W_SCL_HIGH    = 2,
        s_W_SCL_LOW     = 3,
        s_RACK_SCL_LOW  = 4,
        s_RACK_SCL_HIGH = 5,
        s_R_SCL_HIGH    = 6,
        s_R_SCL_LOW     = 7,
        s_WACK_SCL_LOW  = 8,
        s_WACK_SCL_HIGH = 9,
        s_STOP          = 10;
    assign o_active         = (r_state != s_IDLE);
    assign o_nextbyte       = (r_state == s_WACK_SCL_HIGH) || (r_state == s_RACK_SCL_HIGH);
    always @(posedge i_clk) begin
        if((r_state != s_STOP) && (r_state != s_IDLE) && i_stop) begin
            r_state     <= s_STOP;
        end
        else case (r_state)
            s_IDLE      : begin
                o_sda   <= 1'b1;
                o_scl   <= 1'b1;
                if(i_start)
                    r_state  <= s_START;
            end
            s_START         : begin
                o_sda       <= 1'b0;
                o_scl       <= 1'b1;
                if(i_next_state) begin
                    r_bitcount  <= 0;
                    r_data      <= {i_input[6:0], i_rw};
                    r_rw        <= i_rw;
                    r_state     <= s_W_SCL_LOW;
                end
            end
            s_W_SCL_LOW     : begin
                o_sda       <= r_data[7-r_bitcount];
                o_scl       <= 1'b0;
                if(i_next_state) begin
                    r_state     <= s_W_SCL_HIGH;
                end
            end
            s_W_SCL_HIGH    : begin
                o_sda       <= r_data[7-r_bitcount];
                o_scl       <= 1'b1;
                if(i_next_state) begin
                    if(r_bitcount == 7) begin
                        r_state     <= s_RACK_SCL_LOW;
                        r_bitcount  <= 0;
                    end else begin
                        r_state     <= s_W_SCL_LOW;
                        r_bitcount  <= r_bitcount + 1;
                    end                        
                end
            end
            s_RACK_SCL_LOW  : begin
                o_sda       <= 1'b1;
                o_scl       <= 1'b0;
                if(i_next_state) begin
                    r_state     <= s_RACK_SCL_HIGH;
                end
            end
            s_RACK_SCL_HIGH  : begin
                o_sda       <= 1'b1;
                o_scl       <= 1'b1;
                if(i_next_state) begin
                    r_bitcount      <= 0;
                    if(r_rw) begin
                        r_data      <= 0;
                        r_state     <= s_R_SCL_LOW;
                    end else begin
                        r_data      <= i_input;
                        r_state     <= s_W_SCL_LOW;
                    end
                end
            end
            s_R_SCL_LOW     : begin
                o_sda       <= 1'b1;
                o_scl       <= 1'b0;
                if(i_next_state) begin
                    r_data[7-r_bitcount] <= i_sda;
                    r_state     <= s_R_SCL_HIGH;
                end
            end
            s_R_SCL_HIGH    : begin
                o_sda       <= 1'b1;
                o_scl       <= 1'b1;
                if(i_next_state) begin
                    if(r_bitcount == 7) begin
                        r_state     <= s_WACK_SCL_LOW;
                        r_bitcount  <= 0;
                    end else begin
                        r_state     <= s_R_SCL_LOW;
                        r_bitcount  <= r_bitcount + 1;
                    end                        
                end
            end
            s_WACK_SCL_LOW  : begin
                o_scl       <= 1'b0;
                o_sda       <= 1'b0;
                if(i_next_state) begin
                    r_state     <= s_WACK_SCL_HIGH;
                end
            end
            s_WACK_SCL_HIGH  : begin
                o_scl       <= 1'b1;
                o_sda       <= 1'b0;
                if(i_next_state) begin
                    o_output       <= r_data;
                    if(r_rw)
                        r_state     <= s_R_SCL_LOW;
                    else
                        r_state     <= s_W_SCL_LOW;
                end
            end
            s_STOP          : begin
                o_scl       <= 1'b1;
                o_sda       <= 1'b0;
                if(i_next_state)
                    r_state         <= s_IDLE;
            end
        endcase
    end
endmodule
[/design/flow/run.sh]
#!/bin/bash
# OpenROAD 26Q1-2900-gdf79404cd8, Yosys 0.63+post, stock flow scripts
make -C /OpenROAD-flow-scripts/flow DESIGN_CONFIG=/design/flow/config.mk WORK_HOME=/design/flow/orfs finish
==> out/qor_table.md <==
| Item | Value | Unit |
|---|---|---|
| Run status | complete, no violations | - |
| Height of the chip | 112 | um |
| Number of antenna cells inserted | 0 | - |
| Place WS | 1.825 | ns |
| Clk_skew | 0.002218 | ns |
| Clock insertion delay at the later pin of the skew report | 0.27 | ns |
| Worst hold path depth | 0 | - |
| Category of the critical setup timing path | flop to output pin | - |
| Internal power | 571.7 | uW |
| Pin count of the biggest net entering global routing | 22 | - |
| Ports | 29 | - |
| Number of antenna violations at the first check in global routing | 0 | - |
| Setup violation total in the final timing report | 0 | - |
| Endpoints failing hold | 0 | - |
| Fraction of layout instances using a drive strength above 1 | 0.06977 | - |
| Core Box Area | 8217 | um^2 |
| Transition time at the pin with the least slew margin | 0.7384 | ns |
| Worst ir drop on vdd | 0.1764 | mV |
| Total global routing track utilization | 0.05530 | - |
| Arrival @ worst endpoint | 1.94 | ns |
| Clock share of power | 0.222 | - |
| Setup Buffers After CTS | 0 | - |
| Sw Ratio | 0.3318 | - |
| Combinational Power Share | 0.339 | - |
| Time the final worst path needs with I/O delays and setup | 2.859 | ns |
| Growth of design area from synthesis to finish | 23.70 | % |
| Violation tally from detailed-route iteration zero | 100 | - |
| Total overflow reported by the global router | 0 | - |
| Tally of OpenROAD warnings | 27 | - |
| Number of core rows | 33 | - |
| Number of fill cells | 867 | - |
| Largest buffer count on any clock path | 2 | - |
| Worst setup slack after layout | 1.741 | ns |
| Cell leakage power | 0.6536 | nW |
| Start point of the worst min-delay path | r_data[1]$_DFFE_PP_ | - |
| Unrepaired setup endpoints after global routing | no | - |
| CTS root buf | sky130_fd_sc_hd__clkbuf_8 | - |
| Clock tree from TritonCTS | yes | - |
| Tally of nets with antenna violations remaining after routing | 0 | - |
| Mean area per synthesized cell | 10.49 | um^2 |
| Max Cap Violations | 0 | - |
| Fin crit share | 0.6215 | - |
| Yosys warning tally | 1 | - |
| Dominant flop cell | sky130_fd_sc_hd__edfxtp_1 | - |
| Worst Hold Path EP | o_output[1]$_DFFE_PP_ | - |
| FP Util | 0.1992 | - |
| Detailed-router iteration count before antenna repair | 4 | - |
| Highest achievable clock rate | 349.8 | MHz |
| Critical Path Sink Type | output pin | - |
| Number of DRC violations after detailed routing | 0 | - |
| Port Buffers | 25 | - |
| Startpoint type of the worst setup path | flop | - |
| Proportion of register bits with asynchronous set or reset after synthesis | 0 | - |
| Worst slew slack as a fraction of its limit | 0.5032 | - |
| Slew Limit Fails | 0 | - |
| Vias per std cell | 4.588 | - |
| Fraction of the core area covered by cells at the end of the flow | 0.2464 | - |
| DR vias | 1271 | - |
| DIE WIDTH | 112 | um |
| Synth Instances | 156 | - |
| Post-synthesis cell count from yosys | 156 | - |
| Total number of H-tree levels | 1 | - |
| R2R depth | 4 | - |
| Fin Setup TNS | 0 | ns |
| Post-cts gate resize count | 0 | - |
| Post-synth design cell area | 1637 | um^2 |
| Inserted Clock Buffers | 3 | - |
| Data required, critical path | 3.68 | ns |
| RePlAce Congestion | 0.8441 | - |
| CTS sink cnt | 26 | - |
| Area reported by Yosys stat | 1637 | um^2 |
| Detailed-placement wirelength estimate | 2817 | um |
| First-pass GRT wire length | 5920 | um |
| Vias in the first global route | 1177 | - |
| Clock-pin slew of the registers on the worst-case setup and hold paths | 0.09 | ns |
| Post-synth seq share | 0.4526 | - |
| Power density over the cells | 422.6 | nW/um^2 |
| WL per Instance | 13.35 | um |
| Wire length reported by the detailed router | 3699 | um |
| Post-synth EDFFs | 22 | - |
| Hold crit path type | flop to flop | - |
| R2R Setup Slk | 2.34 | ns |
| Sequential power share | 0.439 | - |
| Total cell area at the placement stage | 1953 | um^2 |
| Number of different library cells in the post-synthesis netlist | 50 | - |
| Startpoint of the worst-slack reg-to-reg timing path | r_state[0]$_SDFFE_PP0P_ | - |
| Synthesized flop and latch total | 26 | - |
| Capturing point of the worst reg2reg path | r_data[1]$_DFFE_PP_ | - |
| Number of hold buffers added after cts | 0 | - |
| Sw Pwr | 283.9 | uW |
| Die ar. | 12540 | um^2 |
| Cell area after layout | 2024 | um^2 |
| Crit-path max FO | 21 | - |
-- synthesized netlist by cell type, types with 3 or more instances --
library cell,count,area (um^2)
sky130_fd_sc_hd__dfxtp_1,4,80.08
sky130_fd_sc_hd__xnor2_1,3,26.28
sky130_fd_sc_hd__o211ai_1,4,30.03
sky130_fd_sc_hd__nor2_1,6,22.52
sky130_fd_sc_hd__mux2i_1,8,80.08
sky130_fd_sc_hd__o21ai_0,11,55.05
sky130_fd_sc_hd__buf_4,3,22.52
sky130_fd_sc_hd__nand2_1,9,33.78
sky130_fd_sc_hd__a22oi_1,8,60.06
sky130_fd_sc_hd__inv_1,3,11.26
sky130_fd_sc_hd__nor4_1,4,25.02
sky130_fd_sc_hd__buf_2,7,35.03
sky130_fd_sc_hd__edfxtp_1,22,660.6
sky130_fd_sc_hd__nor2b_1,5,31.28
sky130_fd_sc_hd__nand3_1,5,25.02
sky130_fd_sc_hd__ha_1,3,37.54
sky130_fd_sc_hd__clkbuf_1,4,15.01
sky130_fd_sc_hd__a221o_1,3,30.03
sky130_fd_sc_hd__nand2b_1,4,25.02
-- cell families after synthesis --
family | synth area share
buf+inv | 0.05351
fa+ha+maj | 0.02294
other cells | 0.002291
mux | 0.07645
xor+xnor | 0.02141
simple gates | 0.1674
flops | 0.4526
compound gates | 0.2034
-- worst max path at each step --
stage,startpoint,to
after global routing,r_state[0]$_SDFFE_PP0P_,o_nextbyte
after CTS,r_state[0]$_SDFFE_PP0P_,o_nextbyte
final,r_state[0]$_SDFFE_PP0P_,o_nextbyte
-- stage by stage --
step,power [mW],hold slack [ns],cells
final,0.8556,0.4913,277
after global routing,0.9089,0.5240,277
after CTS,0.8612,0.4953,277
after detailed placement,0.6691,0.4721,273
after global placement,0.6687,0.4830,273
after floorplan,0.5907,0.4435,157
-- power groups by stage --
stage / registers (mW) / clock network [mW] / logic (mW)
finish: 0.375 / 0.190 / 0.290
CTS: 0.374 / 0.196 / 0.292
global route: 0.384 / 0.204 / 0.321
-- cell type report --
class                           count  area [um^2]  share of cell area
Multi-Input combinational cell    113        812.0              0.4011
Sequential cell                    26        740.7              0.3659
Timing Repair Buffer               26        257.7              0.1273
Tap cell                          105        131.4             0.06489
Clock buffer                        3        41.29             0.02040
Clock inverter                      1        30.03             0.01483
Inverter                            3        11.26            0.005562
-- routing by layer --
layer  global-route usage  vias up  part of all wire
met5                    0        -                 0
met4              0.01269        0             0.020
met3              0.01031        4             0.049
met2              0.08042       42              0.42
met1              0.08331      594              0.51
li1                     -      631                 -
-- placed cells by master (no fill, tap or decap), types with 2 or more instances in the layout --
| master | netlist | final |
|---|---|---|
| sky130_fd_sc_hd__nand3_1 | 5 | 5 |
| sky130_fd_sc_hd__a22oi_1 | 8 | 8 |
| sky130_fd_sc_hd__o21ai_0 | 11 | 11 |
| sky130_fd_sc_hd__clkbuf_8 | 0 | 3 |
| sky130_fd_sc_hd__nor2_1 | 6 | 6 |
| sky130_fd_sc_hd__o22ai_1 | 2 | 2 |
| sky130_fd_sc_hd__mux2i_1 | 8 | 8 |
| sky130_fd_sc_hd__nand4b_1 | 2 | 2 |
| sky130_fd_sc_hd__nor4_1 | 4 | 4 |
| sky130_fd_sc_hd__nor4b_1 | 2 | 2 |
| sky130_fd_sc_hd__o211ai_1 | 4 | 4 |
| sky130_fd_sc_hd__dfxtp_1 | 4 | 4 |
| sky130_fd_sc_hd__inv_1 | 3 | 3 |
| sky130_fd_sc_hd__ha_1 | 3 | 3 |
| sky130_fd_sc_hd__o21bai_1 | 2 | 2 |
| sky130_fd_sc_hd__o21ai_1 | 2 | 2 |
| sky130_fd_sc_hd__mux4_2 | 2 | 2 |
| sky130_fd_sc_hd__xnor2_1 | 3 | 3 |
| sky130_fd_sc_hd__nor2b_1 | 5 | 5 |
| sky130_fd_sc_hd__nand2_1 | 9 | 9 |
| sky130_fd_sc_hd__clkdlybuf4s50_1 | 0 | 25 |
| sky130_fd_sc_hd__conb_1 | 1 | 2 |
| sky130_fd_sc_hd__edfxtp_1 | 22 | 22 |
| sky130_fd_sc_hd__a221o_1 | 3 | 3 |
| sky130_fd_sc_hd__nor3_1 | 2 | 2 |
| sky130_fd_sc_hd__nand2b_1 | 4 | 4 |
| sky130_fd_sc_hd__a21o_1 | 2 | 2 |
| sky130_fd_sc_hd__and2_1 | 2 | 2 |
-- sequential cells by signal (all words and copies together), names as in the netlist --
name        flops
r_bitcount      3
r_rw            1
o_output        8
r_state         4
o_sda           1
o_scl           1
r_data          8
-- critical path, cell delays in order (launching register included) --
cell	delay [ns]
sky130_fd_sc_hd__dfxtp_1	0.79
sky130_fd_sc_hd__nand2b_1	0.24
sky130_fd_sc_hd__nor2_1	0.14
sky130_fd_sc_hd__clkdlybuf4s50_1	0.50
Power is estimated from default activity; no workload was simulated.
