### flow/run.sh
#!/bin/bash
# OpenROAD 26Q1-2900-gdf79404cd8, Yosys 0.63+post, stock flow scripts
make -C /OpenROAD-flow-scripts/flow DESIGN_CONFIG=/design/flow/config.mk WORK_HOME=/design/flow/orfs finish
### flow/design.v
module uart_rx
(
    input           i_clk,
    input           i_rx,
    output reg [p_WORD_LEN-1:0] 
                    o_receive_data          = 0,
    output reg      o_receive_rdy           = 0
);
    parameter
        p_CLK_DIV  = 104,
        p_WORD_LEN = 8;
    localparam 
        p_WORD_WIDTH = $clog2(p_WORD_LEN+1),
        p_CLK_WIDTH  = $clog2(p_CLK_DIV+1);
    reg[p_WORD_LEN-1:0]   r_data = 0;            
    reg[p_CLK_WIDTH-1:0]  r_clk_count = 0;       
    reg[p_WORD_WIDTH-1:0] r_bit_count = 0;       
    reg[2:0]            r_status = 0;          
    localparam 
        s_IDLE    = 3'b000,
        s_START   = 3'b001,
        s_DATA    = 3'b010,
        s_STOP    = 3'b011,
        s_RESTART = 3'b100;
    always @(posedge i_clk) begin
        case(r_status)
            s_IDLE: begin
                o_receive_rdy  <= 1'b1;
                r_clk_count <= 0;
                r_bit_count <= 0;
                if(i_rx == 1'b0) begin
                    o_receive_rdy   <= 1'b0;
                    r_status        <= s_START;
                end else
                    r_status        <= s_IDLE;
            end
            s_START: begin                
                if(r_clk_count < p_CLK_DIV/2 - 1) begin
                    r_clk_count <= r_clk_count + 1;
                    r_status    <= s_START;
                end     
                else begin
                    if(i_rx == 1'b0) begin
                        r_clk_count <= 0;
                        r_status    <= s_DATA;
                    end
                    else 
                        r_status    <= s_IDLE;
                end
            end
            s_DATA: begin
                if(r_clk_count < p_CLK_DIV - 1) begin
                    r_clk_count <= r_clk_count + 1;
                    r_status    <= s_DATA;
                end
                else begin
                    r_clk_count <= 0;
                    if(r_bit_count < p_WORD_LEN) begin
                        r_data[r_bit_count] <= i_rx;
                        r_status    <= s_DATA;
                        r_bit_count <= r_bit_count + 1;
                    end
                    else begin
                        o_receive_data      <= r_data;
                        r_status    <= s_STOP;
                        r_bit_count <= 0;
                    end
                end
            end
            s_STOP: begin
                if(r_clk_count < p_CLK_DIV) begin
                    r_clk_count <= r_clk_count + 1;
                    r_status    <= s_STOP;
                end
                else begin
                    r_clk_count <= 0;
                    r_status    <= s_RESTART;
                end
            end
            s_RESTART: begin
                o_receive_rdy  <= 1'b0;
                r_status    <= s_IDLE;
            end
            default:
                r_status <= s_IDLE;
        endcase
    end
endmodule
### flow/config.mk
export PLATFORM = sky130hd
export DESIGN_NAME = uart_rx
export DESIGN_NICKNAME = uart_rx
export VERILOG_FILES = /design/flow/design.v
export SDC_FILE = /design/flow/constraint.sdc
export NUM_CORES = 4
export LEC_CHECK = 1
export CORE_UTILIZATION = 30
### flow/constraint.sdc
current_design uart_rx

set clk_period 2.1
set clk_io_pct 0.2

create_clock -name clk0 -period $clk_period [get_ports {i_clk}]

set non_clock_inputs [all_inputs -no_clocks]
set_input_delay [expr $clk_period * $clk_io_pct] -clock clk0 $non_clock_inputs
set_output_delay [expr $clk_period * $clk_io_pct] -clock clk0 [all_outputs]
==> impl_metrics.toml <==
# implementation run metrics
[sta]
period_used_pct = 87.8
worst_slack_ps = 257
slew_violations = 0
hold_viol_final = 0
fin_skew_ps = 4.44
rsz0062_at_grt = "no"
setup_viol = 0
period_needed_ps = 1840
fin_setup_tns_ps = 0
worstMarginPinSlew_ps = 701
relSlewSlack_pct = 53.1
fmax_mhz = 543

[hold_path]
min_path_cells = 0
min_path_type = "reg -> reg"
min_to = "o_receive_data[2]"
worstHoldStart = "r_data[2]"

[synthesis]
syn_inst = 136
ys_sh_aoi_pct = 12.9
yosysWarnings = 1
simple_gate_area_share_pct = 17.9
syn_area_per_cell_um2 = 11.8
ys_cells = 136
synth_top_area_share_pct = 52.5
netlist_area_um2 = 1600
ys.flop_type = "edfxtp_1"
adder_share_pct = 4.69
logic_family = "simple AND/OR/NAND/NOR gates"
synth_cell_type_count = 41
mux_share_pct = 2.35
synthArstFlopShare_pct = 0
synth-seq-cells = 31
edf_count = 28
synthXorXnorAreaFrac_pct = 3.28
area_leaders = "edfxtp_1 (53%), ha_1 (4.7%), nor2_1 (4.5%)"
ys_chip_area_um2 = 1600
yosysTopAreaCell = "edfxtp_1"
synth_seq_share_pct = 56.3

[power_and_ir_drop]
leakage_nw = 0.620
ir_worst_vdd_mv = 0.259
p_per_area_nw_per_um2 = 582
power_w = 0.00110

[global_routing]
grt_max_degree = 12
grt_pass1_wl_mm = 4.66
overflow = 0
antenna_found_initial = 0
grt_pass1_vias = 1085
grt_use_total_pct = 11.2

[detailed_routing]
drt_wl_total_mm = 2.66
ant_nets = 0
post_drt_wl_per_cell_um = 11.8
drtPass1Iterations = 4
vias = 1045
drt-vias-per-instance = 4.62
drt_iter0_drc = 81
insertedDiodeCount = 0
route.detailed.drc = 0

[cts]
clock-sinks = 31
cts_tree = "built"
cts_inserted_buffers = 5
cts_resized = 0
htreeDepth = 2
cts_setup_buffers = 0
cts_hold_buffers = 0
clock_latency_ps = 280
clkTransAtPathRegs_ps = 60
cts_buffer_depth = 2
cts-root-buf = "clkbuf_8"

[floorplan]
initCoreUtil_pct = 31.3
core_area_um2 = 5110
chipArea_um2 = 5630
die_x_um = 75.0
dieHeight_um = 75.0
ios = 11
num_rows = 26

[job]
drv_cap = 0
warnings = 29

[layout]
syn_to_final_growth_pct = 17.9
drive_above_1_share_pct = 14.1

[critical_path]
max_stage_delay_ps = 380
r2r-start = "r_bit_count[0]"
ff2ff_setup_slack_ps = 260
crit_chain = "inv_1 > ha_1 > nor2b_2 > nand2_1 > nor3_1 > mux2_2"
cp_top_family = "simple AND/OR/NAND/NOR gates"
r2r_cells = 6
crit_type = "reg -> reg"
cp-end-kind = "register"
reg2reg_to = "r_data[0]"
cp.arrival_ps = 1880
cp.required_ps = 2130
worst-path-max-fanout = 5
cp_num_buf_inv = 1
startpoint_type = "register"
slowest_stage = "edfxtp_1"

[placed_design]
preCtsSetupSlack_ps = 166
portBuffers = 10
gp_congestion = 0.871
dp_hpwl_mm = 1.92

[status]
status = "complete, no violations"
## cells in the final DEF (no fill, tap or decap), types with 2 or more instances in the layout
cell and n:
nor2b_1 2, edfxtp_1 28, o21ai_0 4, mux2_2 2
buf_4 5, clkbuf_8 5, or2_4 2, xor2_1 2
o32ai_1 2, o2bb2ai_1 2, nor3_1 3, nand2b_1 3
ha_1 6, dfxtp_1 3, nor2_1 19, a31oi_1 2
clkinv_1 2, nand2_1 11, o22ai_1 2, xnor2_1 4
or3_1 2, nand3_1 7, nor3b_1 3, clkdlybuf4s50_1 10
inv_1 6
## registers in the layout, indices dropped and copies added, names as in the netlist
register        cells
o_receive_data      8
r_bit_count         4
r_status            3
r_data              8
r_clk_count         7
o_receive_rdy       1
## through the flow
step	std cells	util, %	hold WS [ps]	instance area [um2]
global placement	218	35.4	440	1810
detailed placement	218	35.4	441	1810
global route	226	36.9	471	1890
floorplan	136	-	420	1600
CTS	226	36.9	455	1890
finish	226	36.9	458	1890
## final cells by class
| type | instances | area (um2) |
|---|---|---|
| Sequential cell | 31 | 901 |
| Tap cell | 70 | 87.6 |
| Fill cell | 501 | 3220 |
| Timing Repair Buffer | 15 | 138 |
| Clock buffer | 6 | 72.6 |
| Clock inverter | 2 | 7.51 |
| Inverter | 6 | 22.5 |
| Multi-Input combinational cell | 96 | 658 |
## how the worst max path moves through the flow
stage | end | slack, ps | cells after the start | startpoint
final | r_data[0] | 260 | 6 | r_bit_count[0]
after CTS | o_receive_data[3] | 220 | 4 | r_clk_count[2]
after global routing | o_receive_data[7] | 100 | 4 | r_clk_count[2]
## synthesized netlist by cell type (2+ instances only)
library cell,number
nor2_1,19
nor3b_1,3
o22ai_1,2
o32ai_1,2
or3_1,2
or2_4,2
dfxtp_1,3
o2bb2ai_1,2
mux2_2,2
nand2_1,11
clkbuf_1,2
o21ai_0,4
nor3_1,3
xnor2_1,4
edfxtp_1,28
inv_1,6
ha_1,6
nor2b_1,2
xor2_1,2
a31oi_1,2
nand3_1,7
nand2b_1,3
## power by group
group	switching, W	total [W]	internal [W]
Sequential	0	0.000663	0.000663
Clock	0.000204	0.000429	0.000225
Combinational	0.00000397	0.00000731	0.00000334
## cells by family (layout without fill, tap and decap cells)
kind of cell,Yosys count,count (layout)
muxes,3,3
AOI/OAI and AO/OA,25,25
buffers and inverters,9,29
and+or+nand+nor,56,56
adders and majority gates,6,6
DFF,31,31
xor gates and xnor gates,6,6
## metal layers
metal	wire length, um	GRT usage, %	up-vias	part of all wire [%]
met5	0	0	-	0
met1	1310	15.7	483	49
li1	-	-	539	-
met4	14	1.89	0	0.53
met3	105	3.66	2	4.0
met2	1230	17.8	21	46
No activity file was given, so power comes from the tool's default toggle rates.
